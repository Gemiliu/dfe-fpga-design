$ cat design/flow/config.mk
export PLATFORM = sky130hd
export DESIGN_NAME = CrossBarSwitch
export DESIGN_NICKNAME = CrossBarSwitch
export VERILOG_FILES = /design/flow/design.v
export SDC_FILE = /design/flow/constraint.sdc
export NUM_CORES = 4
export LEC_CHECK = 1
export CORE_AREA = 10 10 70 70
export DIE_AREA = 0 0 80 80
$ cat design/flow/constraint.sdc
current_design CrossBarSwitch

set clk_period 1.6
set clk_io_pct 0.2

create_clock -name clk0 -period $clk_period [get_ports {clk}]

set non_clock_inputs [all_inputs -no_clocks]
set_input_delay [expr $clk_period * $clk_io_pct] -clock clk0 $non_clock_inputs
set_output_delay [expr $clk_period * $clk_io_pct] -clock clk0 [all_outputs]
$ cat design/flow/design.v
`timescale 1ns / 1ps
module CrossBarSwitch(
	input clk,
	input rst,
	input [NUM_STATE_WIDTH_BIT-1:0] Normstate0,
	input [LENGTH_ARRAY_WIDTH_BIT-1:0] Normindex0,
	input [NUM_STATE_WIDTH_BIT-1:0] Normstate1,
	input [LENGTH_ARRAY_WIDTH_BIT-1:0] Normindex1,
	input [NUM_STATE_WIDTH_BIT-1:0] Clamstate0,
	input [LENGTH_ARRAY_WIDTH_BIT-1:0] Clamindex0,
	input [NUM_STATE_WIDTH_BIT-1:0] Clamstate1,
	input [LENGTH_ARRAY_WIDTH_BIT-1:0] Clamindex1,
	output reg Norminterrupt0,
	output reg Norminterrupt1,
	output reg Norminterrupt2,
	output reg Claminterrupt0,
	output reg Claminterrupt1,
	output reg Claminterrupt2,
	input NormWaiting0,
	input NormWaiting1,
	input NormWaiting2,
	input ClamWaiting0,
	input ClamWaiting1,
	input ClamWaiting2,
	output reg cont0,
	output reg cont1,
	output reg cont2,
	output reg Normtransfered0,
	output reg Normtransfered1,
	output reg Normtransfered2,
	output reg Clamtransfered0,
	output reg Clamtransfered1,
	output reg Clamtransfered2
    );
parameter LENGTH_ARRAY = 100;
parameter NUM_PROCESSOR = 3;
parameter DATA_INDEX_WIDTH = 32;
parameter BIT_ON_TAILS = 7;
localparam integer NUM_STATE_WIDTH_BIT = log2(NUM_STATE);
localparam integer LENGTH_ARRAY_WIDTH_BIT = log2(LENGTH_ARRAY);
localparam integer LENGTH_HASH_ARRAY = 1 << BIT_ON_TAILS;
localparam integer LENGTH_HASH_ARRAY_WIDTH_BIT = log2((1 << BIT_ON_TAILS + 1));
localparam integer MASK = (1 << BIT_ON_TAILS) - 1;
localparam integer NUM_STATE = 7;
function [31:0] log2;
	input [31:0] value;
	integer l;
	begin
		log2 = 0;
		for (l = 0; (1<<l) < value; l = l + 1)
			log2 = l+1;
	end
endfunction
localparam Wait = 0;
localparam WaitForInterrupt = 1;
localparam Fetch = 2;
localparam FirstTempIndex = 3;
localparam RdHashOccurr = 4;
localparam CollisionCal = 5;
localparam HashBuild = 6;
reg ContProcess;
reg [3:0] cnt;
integer i;
always @(posedge clk)
begin
	if (rst)
		begin
			Norminterrupt0 <= 0;
			Norminterrupt1 <= 0;
			Norminterrupt2 <= 0;
		end
	else
		begin
		end
end
always @(posedge clk)
begin
	if (rst)
		begin
			Claminterrupt0 <= 0;
			Claminterrupt1 <= 0;
			Claminterrupt2 <= 0;
		end
	else
		begin
		end
end
always @(posedge clk)
begin
	if (rst)
		cnt <= 0;
	else
		if (cnt == 2*6)
			cnt <= cnt;
		else
		if (ContProcess)
			cnt <= cnt + 1;
end
always @(posedge clk)
begin
	if (rst)
		begin
			ContProcess <= 0;
			cont0 <= 0;
			cont1 <= 0;
			cont2 <= 0;
		end
	else
		begin
			if ((cnt == 0) && NormWaiting0 && ClamWaiting0)
				begin
					cont0 <= 1;
					cont1 <= 1;
					ContProcess <= 1;
				end
			else 
			if ((cnt == 2) && NormWaiting0 && NormWaiting1 && ClamWaiting0 && ClamWaiting1)
				begin
					cont0 <= 1;
					cont1 <= 1;
					cont2 <= 1;
					ContProcess <= 1;
				end
			else
			if (NormWaiting0 && NormWaiting1 && NormWaiting2 && ClamWaiting0 && ClamWaiting1 && ClamWaiting2)
				begin
					cont0 <= 1;
					cont1 <= 1;
					cont2 <= 1;
					ContProcess <= 1;
				end
			else
				begin
					cont0 <= 0;
					cont1 <= 0;
					cont2 <= 0;
					ContProcess <= 0;
				end
		end
end
always @(posedge clk)
begin
	if (rst)
		begin
			Normtransfered0 <= 0;
			Normtransfered1 <= 0;
			Normtransfered2 <= 0;
		end
	else
		begin
			if (Norminterrupt0) Normtransfered1 <= 1;
			if (Norminterrupt1) Normtransfered2 <= 1;
		end
end
always @(posedge clk)
begin
	if (rst)
		begin
			Clamtransfered0 <= 0;
			Clamtransfered1 <= 0;
			Clamtransfered2 <= 0;
		end
	else
		begin
			if (Claminterrupt0) Clamtransfered1 <= 1;
			if (Claminterrupt1) Clamtransfered2 <= 1;
		end
end
endmodule
$ cat design/flow/run.sh
#!/bin/bash
# OpenROAD 26Q1-2900-gdf79404cd8, Yosys 0.63+post, stock flow scripts
make -C /OpenROAD-flow-scripts/flow DESIGN_CONFIG=/design/flow/config.mk WORK_HOME=/design/flow/orfs finish
==> notes.md <==
Physical implementation status

The detailed router placed 357 vias in this run. The number of register bits inferred by synthesis stands at 6. The critical path maximum fanout is 7.

The leakage power figure stands at 0.2155 nW. According to the timing report, the arrival time at the worst endpoint equals 1.21 ns. The layout overhead on the synthesized area stands at 28.86%. The flow ran to the end, and the final reports show no timing, DRC or antenna violations. The number of cells in Yosys stat stands at 51. The final tally of hold violations stands at 0. The OpenROAD warning count stands at 67. The yosys stat chip area stands at 429.2 um2.

The iteration-0 DRC count of the detailed router stands at 24. The pin count of the biggest net entering global routing stands at 8. The number of antenna repair diodes stands at 0.

CTS built an H-tree with a depth of 1. Buffers added to address setup during post-CTS repair amount to 0. TritonRoute output was used to compute an average wire per cell of 9.194 um. The number of buffer cells added on primary ports stands at 10. Sorting the synthesized cells by how often they occur yields 13 x sky130_fd_sc_hd__buf_4, 6 x sky130_fd_sc_hd__dfxtp_1, 5 x sky130_fd_sc_hd__inv_1, 5 x sky130_fd_sc_hd__nand3_1, 4 x sky130_fd_sc_hd__a21oi_1. The data required time at the worst endpoint stands at 1.28 ns. The type recorded for the worst min-delay path is reg2reg. The post-placement cell area is 530.5 um2.

The number of failing setup endpoints in the final timing report stands at 0. The max capacitance violation total stands at 0. Setup repair after global routing left no endpoint under its margin.

The buffering stage count on the worst path with inverters included stands at 1. STA classifies the critical path startpoint as a flop. Grouping stages by cell kind, the critical path spends the most delay in buffers and inverters.

The clock-pin slew on the worst setup and hold paths stands at 0.04 ns. The routed design has 993 um of wire. The synthesis report lists the Yosys warning total as 1. The insertion delay to the later sink of the worst-skew pair stands at 0.25 ns. The number of global-route vias before repair stands at 397.

The core region is 3416 um2. The signal on the critical path passes through clkdlybuf4s50_1. The number of gates resized after CTS was 0. Synthesis produced 51 cells.

The die covers 6400 um2. The layout has 389 filler cells. The power density normalized to cell area stands at 613.5 nW/um2.

The detailed-routing iteration count for the pre-antenna-repair pass stands at 2. TritonCTS built the clock tree. The clock tree has to reach 6 sinks. In the final layout, the multi-input gates occupy 234.0 um2. After clock tree synthesis, the flow added hold-fix buffers numbering 0. The timing report shows that the slowest cell on the worst path is sky130_fd_sc_hd__clkdlybuf4s50_1. After routing the design area is 553.0 um2. The smallest clock period supported by the final layout is computed as 1.528 ns.

The synthesized design spends more area on one cell type than any other, namely sky130_fd_sc_hd__dfxtp_1. Yosys attributes the largest share of cell area to sky130_fd_sc_hd__dfxtp_1 28%, sky130_fd_sc_hd__buf_4 23%, sky130_fd_sc_hd__ha_1 8.7%. In the post-synthesis netlist, the cell with the most instances is sky130_fd_sc_hd__buf_4.

The number of rows created at floorplan stands at 21. The initial antenna violation count stands at 0. For the worst min-delay path, the startpoint reported by OpenROAD is cont2.

Per the post-route antenna check, the number of violating nets is 0. The count of flip-flops with a built-in enable after synthesis stands at 0. The critical path in this run is classified as reg2out. The maximum achievable frequency stands at 654.6 MHz.

After legalization and detailed placement, the total HPWL measured 812.7 um. The number of max-slew violations in the final report stands at 0. For reference, the post-synthesis area per instance comes to 8.415 um2. Counting along the longest clock path gives a buffer depth of 2. The final weighted congestion of routability-driven global placement stands at 0.7001. The total overflow left after global routing is 0. According to the timing report, the critical path is launched from cont0.

The period utilization stands at 95.49%. The final critical-path setup slack stands at 0.07224 ns. The die outline width stands at 80 um.

The proportion of register bits with asynchronous set or reset after synthesis stands at 0%. The share of the synthesized area in the top cell type stands at 27.99%. The cell area after technology mapping stands at 429.2 um2. The top-level port count stands at 63.

Among all flip-flop cells after synthesis, the most frequent one is sky130_fd_sc_hd__dfxtp_1. The effective utilization at floorplan stands at 12.56%. The worst setup path is captured at a primary output.

For this run, the detailed router reports a per-instance via density of 3.306. The number of clock buffers inserted by TritonCTS stands at 3. The first global-routing pass estimated 1.704 mm of wire. Per the timing report, the most critical flop-to-flop path originates at cnt[0]. The final layout reports a setup TNS of 0 ns. The portion of the post-synthesis area used by sequential elements stands at 27.99%.

The pre-CTS worst setup slack stands at 0.1669 ns. The largest incremental delay on the critical path stands at 0.51 ns. For this run, the total global-route usage over all layers was measured as 3.251%. The die is 80 um tall. The DRC violation total left in the routed layout is recorded as 0.

The root buffer cell chosen for the clock tree is sky130_fd_sc_hd__clkbuf_4. Looking at the VDD voltage map, the peak drop is 0.2079 mV. The design draws 0.0003393 W.

On the final layout, the worst clock skew is 0.0006386 ns. Counting distinct cell types in the post-synthesis netlist gives 20. The sequential cell area in the final layout stands at 120.1 um2. The proportion of layout cells with a drive suffix above 1 stands at 8.065%.
-- cell type report --
type                    count  share of cell area (%)
multi-input cells          38                   42.31
flip-flops and latches      6                   21.72
repair buffers             10                   18.10
well taps                  46                   10.41
clock buffers               3                   4.072
inverters                   5                   3.394
-- final timing paths --
kind | endpoint | slack (ns) | cells past startpoint
worst max-delay path | cont1 | 0.07 | 1
worst min-delay path | cont2 | 0.47 | 2
worst max register to register | cnt[3] | 0.16 | 5
worst min register to register | cont2 | 0.47 | 2
-- per-layer routing --
layer	wire length, um	GRT usage [%]	vias up
li1	-	-	178
met4	0	0.1761	0
met1	498	4.287	160
met2	345	4.093	19
met5	0	0	-
met3	149	2.727	0
-- cell families (layout without fill, tap and decap cells) --
family                   Yosys count  after routing  synth area share (%)
AND-OR/OR-AND                     12             12                 19.24
flip-flops                         6              6                 27.99
other                              1             12                0.8738
AND/OR/NAND/NOR                   11             11                 16.04
adder cells (fa/ha/maj)            3              3                 8.747
buffers and inverters             18             18                 27.11
-- worst reg2reg max path, stage by stage (launching register included) --
cell                       delay [ns]
sky130_fd_sc_hd__dfxtp_1         0.36
sky130_fd_sc_hd__inv_1           0.10
sky130_fd_sc_hd__ha_1            0.25
sky130_fd_sc_hd__and3_2          0.24
sky130_fd_sc_hd__o311ai_1        0.26
sky130_fd_sc_hd__o41ai_1         0.11
-- per-stage QoR --
stage	hold WS, ns	utilization [%]	std cells
6_report	0.4736	16.19	108
5_1_grt	0.5134	16.19	108
4_1_cts	0.4794	16.19	108
3_5_place_dp	0.4718	15.53	105
3_3_place_gp	0.4648	15.53	105
2_1_floorplan	0.3891	-	62
-- cells in the final DEF, fill, tap and decap left out --
cell and instances:
sky130_fd_sc_hd__or3b_1 1, sky130_fd_sc_hd__dfxtp_1 6, sky130_fd_sc_hd__inv_1 5, sky130_fd_sc_hd__and3_2 1, sky130_fd_sc_hd__a311oi_1 1, sky130_fd_sc_hd__clkdlybuf4s50_1 10
sky130_fd_sc_hd__a41o_1 1, sky130_fd_sc_hd__nand3_2 1, sky130_fd_sc_hd__o21ai_0 2, sky130_fd_sc_hd__nor3b_1 1, sky130_fd_sc_hd__a21oi_1 4, sky130_fd_sc_hd__o211ai_1 1
sky130_fd_sc_hd__and2_0 1, sky130_fd_sc_hd__o311ai_1 1, sky130_fd_sc_hd__o41ai_1 1, sky130_fd_sc_hd__conb_1 12, sky130_fd_sc_hd__o2111ai_1 1, sky130_fd_sc_hd__ha_1 3
sky130_fd_sc_hd__nor2_1 1, sky130_fd_sc_hd__clkbuf_4 3, sky130_fd_sc_hd__nand3_1 5
-- state kept, by name, indices dropped and copies added, names as in the netlist --
register,flops
cnt,4
cont2,1
cont0,1
-- power breakdown --
| part | internal [W] | switching (W) | total, W |
|---|---|---|---|
| registers | 0.000153 | 0.00000395 | 0.000157 |
| logic | 0.0000244 | 0.0000157 | 0.0000401 |
| clock network | 0.0000850 | 0.0000573 | 0.000142 |
| total | 0.000262 | 0.0000770 | 0.000339 |
No activity file was given, so power comes from the tool's default toggle rates.
