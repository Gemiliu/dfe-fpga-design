[flow/design.v]
`timescale 1ns / 1ps
module MemoryController(
	input clk,
	input rst,
	input DataRequest,
	output CacheEnough,
	output reg WrInitStreamData,
	output reg [LENGTH_ARRAY_WIDTH_BIT-1:0] AddrInitStreamData,
	output reg [DATA_INDEX_WIDTH-1:0] InitStreamData,
	output reg WrInitHash,
	output reg [LENGTH_HASH_ARRAY_WIDTH_BIT-1:0] AddrInitHashOccurr,
	output reg [DATA_INDEX_WIDTH*2-1:0] InitHashOccurr
);
parameter LENGTH_ARRAY = 100;
parameter NUM_PROCESSOR = 3;
parameter DATA_INDEX_WIDTH = 32;
parameter BIT_ON_TAILS = 7;
localparam integer NUM_STATE_WIDTH_BIT = log2(NUM_STATE);
localparam integer LENGTH_ARRAY_WIDTH_BIT = log2(LENGTH_ARRAY);
localparam integer LENGTH_HASH_ARRAY = 1 << BIT_ON_TAILS;
localparam integer LENGTH_HASH_ARRAY_WIDTH_BIT = log2((1 << BIT_ON_TAILS + 1));
localparam integer MASK = (1 << BIT_ON_TAILS) - 1;
localparam integer NUM_STATE = 6;
function [31:0] log2;
	input [31:0] value;
	integer l;
	begin
		log2 = 0;
		for (l = 0; (1<<l) < value; l = l + 1)
			log2 = l+1;
	end
endfunction
reg [31:0] br_dout[0:99];
initial 
begin
	br_dout[0] =   514;
	br_dout[1] =    39;
	br_dout[2] =   608;
	br_dout[3] =   341;
	br_dout[4] =   294;
	br_dout[5] =   571;
	br_dout[6] =   940;
	br_dout[7] =   505;
	br_dout[8] =   650;
	br_dout[9] =   583;
	br_dout[10] =   832;
	br_dout[11] =   221;
	br_dout[12] =   886;
	br_dout[13] =    91;
	br_dout[14] =   404;
	br_dout[15] =   857;
	br_dout[16] =   506;
	br_dout[17] =   895;
	br_dout[18] =   784;
	br_dout[19] =   829;
	br_dout[20] =   470;
	br_dout[21] =   891;
	br_dout[22] =   948;
	br_dout[23] =   665;
	br_dout[24] =   370;
	br_dout[25] =   791;
	br_dout[26] =   712;
	br_dout[27] =    37;
	br_dout[28] =   918;
	br_dout[29] =   827;
	br_dout[30] =   476;
	br_dout[31] =   785;
	br_dout[32] =    74;
	br_dout[33] =   727;
	br_dout[34] =   888;
	br_dout[35] =   413;
	br_dout[36] =   134;
	br_dout[37] =   299;
	br_dout[38] =   620;
	br_dout[39] =    25;
	br_dout[40] =   530;
	br_dout[41] =   207;
	br_dout[42] =   424;
	br_dout[43] =   125;
	br_dout[44] =   942;
	br_dout[45] =   683;
	br_dout[46] =   956;
	br_dout[47] =   953;
	br_dout[48] =   138;
	br_dout[49] =   999;
	br_dout[50] =   184;
	br_dout[51] =   597;
	br_dout[52] =   422;
	br_dout[53] =   739;
	br_dout[54] =   444;
	br_dout[55] =   865;
	br_dout[56] =   290;
	br_dout[57] =   567;
	br_dout[58] =   864;
	br_dout[59] =   789;
	br_dout[60] =   822;
	br_dout[61] =   955;
	br_dout[62] =   908;
	br_dout[63] =   449;
	br_dout[64] =   690;
	br_dout[65] =   439;
	br_dout[66] =   704;
	br_dout[67] =    61;
	br_dout[68] =   750;
	br_dout[69] =   403;
	br_dout[70] =   388;
	br_dout[71] =   777;
	br_dout[72] =    66;
	br_dout[73] =   903;
	br_dout[74] =   296;
	br_dout[75] =   309;
	br_dout[76] =   942;
	br_dout[77] =   107;
	br_dout[78] =   532;
	br_dout[79] =   121;
	br_dout[80] =   162;
	br_dout[81] =   991;
	br_dout[82] =   152;
	br_dout[83] =   557;
	br_dout[84] =   478;
	br_dout[85] =   163;
	br_dout[86] =   564;
	br_dout[87] =   561;
	br_dout[88] =   602;
	br_dout[89] =    31;
	br_dout[90] =    72;
	br_dout[91] =   485;
	br_dout[92] =   462;
	br_dout[93] =   611;
	br_dout[94] =   884;
	br_dout[95] =   769;
	br_dout[96] =   850;
	br_dout[97] =   303;
	br_dout[98] =   680;
	br_dout[99] =   101;
end
always @(posedge clk)
begin
	if (rst)
		begin
			WrInitStreamData <= 0;
			AddrInitStreamData <= 0;
		end
	else
		begin
			if (DataRequest)
				begin
					if (AddrInitStreamData < LENGTH_ARRAY)
						begin
							InitStreamData <= br_dout[AddrInitStreamData];
							WrInitStreamData <= 1;
							AddrInitStreamData <= AddrInitStreamData + 1;
						end
					else
						begin
							WrInitStreamData <= 0;
						end
				end
			else
				begin
					WrInitStreamData <= 0;
					AddrInitStreamData <= 0;
				end
		end
end
always @(posedge clk)
begin
	if (rst)
		begin
			WrInitHash <= 0;
			AddrInitHashOccurr <= 0;
		end
	else
		begin
			if (DataRequest)
				begin
					if (AddrInitHashOccurr < LENGTH_HASH_ARRAY)
						begin
							InitHashOccurr <= 0;
							WrInitHash <= 1;
							AddrInitHashOccurr <= AddrInitHashOccurr + 1;
						end
					else
						begin
							WrInitHash <= 0;
						end
				end
			else
				begin
					WrInitHash <= 0;
					AddrInitHashOccurr <= 0;
				end
		end
end
assign CacheEnough = (AddrInitHashOccurr == LENGTH_HASH_ARRAY);
endmodule
[flow/run.sh]
#!/bin/bash
# OpenROAD 26Q1-2900-gdf79404cd8, Yosys 0.63+post, stock flow scripts
make -C /OpenROAD-flow-scripts/flow DESIGN_CONFIG=/design/flow/config.mk WORK_HOME=/design/flow/orfs finish
[flow/config.mk]
export PLATFORM = sky130hd
export DESIGN_NAME = MemoryController
export DESIGN_NICKNAME = MemoryController
export VERILOG_FILES = /design/flow/design.v
export SDC_FILE = /design/flow/constraint.sdc
export NUM_CORES = 4
export LEC_CHECK = 1
export CORE_UTILIZATION = 40
[flow/constraint.sdc]
current_design MemoryController

set clk_period 4.8
set clk_io_pct 0.2

create_clock -name clk0 -period $clk_period [get_ports {clk}]

set non_clock_inputs [all_inputs -no_clocks]
set_input_delay [expr $clk_period * $clk_io_pct] -clock clk0 $non_clock_inputs
set_output_delay [expr $clk_period * $clk_io_pct] -clock clk0 [all_outputs]
==> impl_summary.log <==
[report] extracting results
INFO  metric ys_top_cells_by_count = buf_4 (90), nor2_1 (33), nand2_1 (24)
INFO  metric timing.critical_path.from_type = flip-flop
INFO  metric aoi_share = 0.229
INFO  metric ys_top_logic_family = buffers and inverters
INFO  metric antenna_violating_nets_post_route = 0
INFO  metric cts_max_level = 1
INFO  metric timing_worst_setup_path_type = reg2reg
INFO  metric post-route-period-util = 0.671
INFO  metric detail_route.wl_per_cell = 14.2 µm
INFO  metric timing.final.crit_period = 3.22 ns
INFO  metric critical_path_arrival = 3.25 ns
INFO  metric hold_bufs_at_cts = 0
INFO  metric grt_start_max_net_pins = 39
INFO  metric crit_path_slowest_cell = dfxtp_1
INFO  metric maxCapViolCount = 0
INFO  metric grt_pass1_vias = 2057
INFO  metric final_layout_size_suffix_gt1_frac = 0.0522
INFO  metric antenna_cells = 0
INFO  metric gr-usage-all-layers = 0.168
INFO  metric syn_inst = 395
INFO  metric postSynth.asyncResetShare = 0
INFO  metric die_w = 90.6 µm
INFO  metric postCtsSetupRepairBufs = 0
INFO  metric area_delta_synth_final = 0.0798%
INFO  metric outcome = finished clean
INFO  metric power-per-cell-area = 145 nW/µm²
INFO  metric yosysTopAreaCellShare = 0.215
INFO  metric critical_path.cell_chain = inv_1 -> ha_1 -> inv_1 -> mux4_2 -> nor2_1 -> a211oi_1 -> a221o_1
INFO  metric simple_gate_share = 0.175
INFO  metric largest_area_cell = buf_4
INFO  metric drc = 0
INFO  metric timing_worst_slew_pin_value = 0.848 ns
INFO  metric met2_length = 3260 µm
INFO  metric ys_sh_xor = 0.0335
INFO  metric final_cell_count_no_fill = 501
INFO  metric netlist-cell-type-count = 60
INFO  metric synth.avg_cell_area = 7.94 µm²
INFO  metric postPlaceCellArea = 3090 µm²
INFO  metric timing.hold.worst.class = reg2reg
INFO  metric synthMuxAreaShare = 0.0307
INFO  metric dieHeight = 90.6 µm
INFO  metric endpoint_kind = flip-flop
INFO  metric tritoncts_clock_tree = built
INFO  metric yosys.cell_count.top_type = buf_4
INFO  metric max_clock_freq = 311 MHz
INFO  metric ys_chip_area = 3140 µm²
INFO  metric drt-vias-per-instance = 5.23
INFO  metric synth-warning-count = 1
INFO  metric grt_pass1_wl = 11000 µm
INFO  metric wirelength = 7110 µm
INFO  metric clk_pin_slew = 0.10 ns
INFO  metric post_synth_fa_ha_maj_area_fraction = 0.0479
INFO  metric timing.final.hold_violations = 0
INFO  metric synthesis.area = 3140 µm²
INFO  metric placed_cells_incl_taps = 497
INFO  metric final-setup-viol-count = 0
INFO  metric via_count = 2621
INFO  metric timing.critical_path.required = 4.83 ns
INFO  metric numCtsBuffers = 3
INFO  metric ys_cells = 395
INFO  metric timing.max_slew.rel_slack = 0.434
INFO  metric maxUsedRoutingLayer = met4
INFO  metric reg2reg_depth = 7
INFO  metric worstPathMaxFanout = 25
INFO  metric timing.critical_path.mode_cell = inv_1
INFO  metric synth-seq-area-share = 0.204
INFO  metric fin_tns_setup = 0 ns
INFO  metric cts_root_buf = clkbuf_8
INFO  metric final_tally_of_max_slew_violations = 0
INFO  metric dr.pass1.iters = 5
INFO  metric power_leakage = 1.19 nW
INFO  metric final_area = 3140 µm²
INFO  metric synth.ff_latch_count = 27
INFO  metric tool_warnings = 33
INFO  metric met3WireLength = 604 µm
INFO  metric placementRows = 31
INFO  metric cts_resized = 0
INFO  metric drt_iter0_markers = 301
INFO  metric synth.area.top_cells = buf_4 (22%), dfxtp_1 (11%), edfxtp_1 (9.6%)
INFO  metric overflow = 0
INFO  metric fin_worst_skew = 0.00754 ns
INFO  metric hold-path-cell-count = 1
INFO  metric die_area = 8200 µm²
INFO  metric synthFlopType = dfxtp_1
INFO  metric placeableCoreArea = 7410 µm²
INFO  metric hpwl = 4850 µm
INFO  metric grt_setup_unrepaired = false
INFO  metric routabilityCongestion = 0.884
INFO  metric clkLatencyLatePin = 0.27 ns
INFO  metric cp_slowest_stage_delay = 0.89 ns
INFO  metric highest_ir_drop_seen_on_vdd = 81.0 µV
INFO  metric boundaryPins = 117
INFO  metric ctsLongestPathBuffers = 2
INFO  metric clock_sinks = 27
INFO  metric totalPowerFinal = 0.455 mW
INFO  metric routedLengthMet1 = 3170 µm
INFO  metric portBuffers = 30
INFO  metric enable_flop_cells = 10
INFO  metric core_util_floorplan = 0.423
INFO  metric grt_antenna_before_repair = 0
INFO  metric fillCellCount = 736
-- placed cells by master, fill, tap and decap left out, types with 3 or more instances in the layout --
cell and n:
buf_4 5, inv_1 13, mux2i_1 4, ha_1 12
a211o_1 4, o31ai_1 3, conb_1 86, a211oi_1 9
a21oi_1 17, o221ai_1 3, nor3_1 5, dfxtp_1 16
edfxtp_1 10, nor2b_1 13, a221oi_1 4, o211ai_1 5
nand2_1 24, xnor2_1 4, clkdlybuf4s50_1 30, nand3_1 3
o21ai_0 15, nor2_1 33, nand2b_1 15, nor3b_1 3
nand4_1 3, xor2_1 8, a311oi_1 8, clkbuf_8 3
a2111oi_0 3
-- where the power goes --
part	leakage [nW]	switching (mW)	internal, mW
Sequential	0.232	0.00447	0.243
Combinational	0.930	0.0429	0.0347
Clock	0.0260	0.0709	0.0593
Total	1.19	0.118	0.337
-- state kept, by name (all words and copies together), names as in the netlist --
register and flops:
AddrInitHashOccurr 8, AddrInitStreamData 7, InitStreamData 10, WrInitHash 1
WrInitStreamData 1
-- per-stage QoR --
stage                     hold WS (ns)   util  setup slack (ns)
after floorplan                  0.495      -              2.58
after detailed placement         0.534  0.417              1.68
after global routing             0.603  0.424              1.35
final                            0.563  0.424              1.58
after global placement           0.531  0.417              1.75
after CTS                        0.560  0.424              1.64
-- area by class of cell --
class,instances,area (µm²),area share
Clock buffer,3,41.3,0.0132
Inverter,13,48.8,0.0155
Tap cell,99,124,0.0395
Multi-Input combinational cell,323,1940,0.618
Timing Repair Buffer,35,338,0.108
Sequential cell,27,642,0.204
Clock inverter,1,6.26,0.00199
-- path summary, 6_finish.rpt --
| path | endpoint | startpoint | slack, ns |
|---|---|---|---|
| worst max-delay path | InitStreamData[4] | AddrInitStreamData[1] | 1.58 |
| worst min-delay path | WrInitHash | AddrInitHashOccurr[7] | 0.56 |
| worst max register to register | InitStreamData[4] | AddrInitStreamData[1] | 1.58 |
| worst min register to register | WrInitHash | AddrInitHashOccurr[7] | 0.56 |
-- metal layers --
metal | GRT usage | vias to the layer above
li1 | - | 1232
met1 | 0.259 | 1226
met5 | 0 | -
met4 | 0.0228 | 0
met2 | 0.259 | 157
met3 | 0.0214 | 6
-- logic make-up after synthesis --
group | Yosys count
DFF | 27
buffers and inverters | 130
xor gates and xnor gates | 12
muxes | 7
other | 1
and+or+nand+nor | 109
AOI/OAI and AO/OA | 97
adders and majority gates | 12
-- critical path, delay by kind of cell, from the launching register on --
family                     cells  cell delay (ns)
AOI/OAI and AO/OA              2             0.31
adders and majority gates      1             0.65
buffers and inverters          2             0.52
DFF                            1             0.89
muxes                          1             0.50
and+or+nand+nor                1             0.10
Power is estimated from default activity; no workload was simulated.
