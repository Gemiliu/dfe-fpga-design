$ cat /design/flow/constraint.sdc
current_design Cache

set clk_period 169.1
set clk_io_pct 0.2

create_clock -name clk0 -period $clk_period [get_ports {clk}]

set non_clock_inputs [all_inputs -no_clocks]
set_input_delay [expr $clk_period * $clk_io_pct] -clock clk0 $non_clock_inputs
set_output_delay [expr $clk_period * $clk_io_pct] -clock clk0 [all_outputs]
$ cat /design/flow/run.sh
#!/bin/bash
# OpenROAD 26Q1-2900-gdf79404cd8, Yosys 0.63+post, stock flow scripts
make -C /OpenROAD-flow-scripts/flow DESIGN_CONFIG=/design/flow/config.mk WORK_HOME=/design/flow/orfs finish
$ cat /design/flow/config.mk
export PLATFORM = sky130hd
export DESIGN_NAME = Cache
export DESIGN_NICKNAME = Cache
export VERILOG_FILES = /design/flow/design.v
export SDC_FILE = /design/flow/constraint.sdc
export NUM_CORES = 4
export LEC_CHECK = 1
export CORE_UTILIZATION = 40
export SYNTH_MEMORY_MAX_BITS = 65536
$ cat /design/flow/design.v
module Cache(
	input clk,
	input rst,
	input [LENGTH_ARRAY_WIDTH_BIT-1:0] index,
	output [DATA_INDEX_WIDTH-1:0] DataStream,
	input [LENGTH_HASH_ARRAY_WIDTH_BIT-1:0] HashOccurrAddr,
	output reg [DATA_INDEX_WIDTH-1:0] HashValue,
	output reg [DATA_INDEX_WIDTH-1:0] OccurrValue,
	input WrEn,
	input [DATA_INDEX_WIDTH-1:0] NewHashValue,
	input [DATA_INDEX_WIDTH-1:0] NewOccurrValue,
	input WrInitStreamData,
	input [LENGTH_ARRAY_WIDTH_BIT-1:0] AddrInitStreamData,
	input [DATA_INDEX_WIDTH-1:0] InitStreamData,
	input WrInitHash,
	input [LENGTH_HASH_ARRAY_WIDTH_BIT-1:0] AddrInitHashOccurr,
	input [DATA_INDEX_WIDTH*2-1:0] InitHashOccurr,
	input DataRequest,
	output CacheEnough,
	output reg WrStreamDataNext,
	output reg [LENGTH_ARRAY_WIDTH_BIT-1:0] AddrStreamDataNext,
	output reg [DATA_INDEX_WIDTH-1:0] StreamDataNext,
	output reg WrHashNext,
	output reg [LENGTH_HASH_ARRAY_WIDTH_BIT-1:0] AddrHashOccurrNext,
	output reg [DATA_INDEX_WIDTH*2-1:0] HashOccurrNext,
	input WrStreamData,
	input [LENGTH_ARRAY_WIDTH_BIT-1:0] AddrStreamData,
	input [DATA_INDEX_WIDTH-1:0] StreamData,
	input WrHash,
	input [LENGTH_HASH_ARRAY_WIDTH_BIT-1:0] AddrHashOccurr,
	input [DATA_INDEX_WIDTH*2-1:0] HashOccurr
    );
parameter LENGTH_ARRAY = 100;
parameter NUM_PROCESSOR = 3;
parameter DATA_INDEX_WIDTH = 32;
parameter BIT_ON_TAILS = 7;
localparam integer LENGTH_ARRAY_WIDTH_BIT = log2(LENGTH_ARRAY);
localparam integer LENGTH_HASH_ARRAY = 1 << BIT_ON_TAILS;
localparam integer LENGTH_HASH_ARRAY_WIDTH_BIT = log2((1 << BIT_ON_TAILS + 1));
localparam integer MASK = (1 << BIT_ON_TAILS) - 1;
function [31:0] log2;
	input [31:0] value;
	integer l;
	begin
		log2 = 0;
		for (l = 0; (1<<l) < value; l = l + 1)
			log2 = l+1;
	end
endfunction
reg [DATA_INDEX_WIDTH-1:0] DataStreamMemory[0:LENGTH_ARRAY-1];
reg [DATA_INDEX_WIDTH-1:0] HashMemory[0:LENGTH_HASH_ARRAY-1];
reg [DATA_INDEX_WIDTH-1:0] OccurrMemory[0:LENGTH_HASH_ARRAY-1];
always @(posedge clk)
begin	
	if (WrInitStreamData)
		begin
			DataStreamMemory[AddrInitStreamData-1] <= InitStreamData;
		end
	else
	if (WrStreamData)
		begin
			DataStreamMemory[AddrStreamData-1] <= StreamData;
		end
end
always @(posedge clk)
begin	
	if (WrHash)
		begin
			HashMemory[AddrHashOccurr-1] <= HashOccurr[63:32];
			OccurrMemory[AddrHashOccurr-1] <= HashOccurr[31:0];
		end
	else
	if (WrInitHash)
		begin
			HashMemory[AddrInitHashOccurr-1] <= InitHashOccurr[63:32];
			OccurrMemory[AddrInitHashOccurr-1] <= InitHashOccurr[31:0];
		end
	else
	if (WrEn)
		begin
			HashMemory[HashOccurrAddr] <= NewHashValue;
			OccurrMemory[HashOccurrAddr] <= NewOccurrValue;
		end
end
always @(posedge clk)
begin
	if (rst)
		begin
			AddrStreamDataNext <= 0;
			WrStreamDataNext <= 0;
		end
	else
	begin
		if (DataRequest)
			begin
				if (AddrStreamDataNext < LENGTH_ARRAY)
					begin
						StreamDataNext <= DataStreamMemory[AddrStreamDataNext];
						AddrStreamDataNext <= AddrStreamDataNext + 1;
						WrStreamDataNext <= 1;
					end
				else
					begin
						WrStreamDataNext <= 0;
					end
			end
		else
			begin
				WrStreamDataNext <= 0;
				AddrStreamDataNext <= 0;
			end
	end
end	
always @(posedge clk)
begin
	if (rst)
		begin
			AddrHashOccurrNext <= 0;
			WrHashNext <= 0;
		end
	else
	begin
		if (DataRequest)
			begin
				if (AddrHashOccurrNext < LENGTH_HASH_ARRAY)
					begin
						HashOccurrNext <= {HashMemory[AddrHashOccurrNext],OccurrMemory[AddrHashOccurrNext]};
						AddrHashOccurrNext <= AddrHashOccurrNext + 1;
						WrHashNext <= 1;
					end
				else
					begin
						WrHashNext <= 0;
					end
			end
		else
			begin					
				WrHashNext <= 0;
				AddrHashOccurrNext <= 0;
				HashValue <= HashMemory[HashOccurrAddr];
				OccurrValue <= OccurrMemory[HashOccurrAddr];
			end
	end
end	
assign DataStream = DataStreamMemory[index];
assign CacheEnough = (AddrHashOccurrNext == LENGTH_HASH_ARRAY);
endmodule
==> impl_metrics.env <==
# flow metrics
export IMPL_synth_top_cell_by_count="edfxtp_1"
export IMPL_vias=296000
export IMPL_synth_top_area_share_pct=65.5
export IMPL_crit_slowest_cell="buf_4"
export IMPL_root_buffer="clkbuf_16"
export IMPL_seq_power_share_pct=49.6
export IMPL_clock_latency_late_pin_ps=1330
export IMPL_path_depth=11
export IMPL_power_leakage_uw=0.184
export IMPL_relSlewSlack_pct=-4.61
export IMPL_yosys_register_bits=11600
export IMPL_syn_area_per_cell_sq_um=21.4
export IMPL_crit_arrival_ps=40320
export IMPL_ys_seq_share_pct=65.6
export IMPL_fill_cells=107000
export IMPL_core_sq_um=1320000
export IMPL_syn_area_sq_um=529000
export IMPL_cellPowerDensity_nw_per_um2=10.8
export IMPL_cts_buffers=1331
export IMPL_violations="max-capacitance violations, max-slew violations"
export IMPL_crit_chain="buf_16 > buf_4 > buf_4 > buf_4 > buf_4 > buf_4 > mux4_2 > mux4_2 > o221ai_1 > o211ai_1 > clkdlybuf4s50_1"
export IMPL_place_ws_ps=94980
export IMPL_rsz0062_at_grt="no"
export IMPL_post_cts_resized=0
export IMPL_row_count=422
export IMPL_ys_chip_area_sq_um=529000
export IMPL_utilization_pct=46.1
export IMPL_clock_fmax_ghz=0.0135
export IMPL_worst_slack_ps=94960
export IMPL_yosysUniqueCellTypes=78
export IMPL_grt_pass1_wl_microns=2670000
export IMPL_antenna_found_initial=145
export IMPL_setup_viol=0
export IMPL_viasPerCell=6.54
export IMPL_finalCriticalPeriod_ps=74140
export IMPL_p_switching_uw=1510
export IMPL_die_h_microns=1150
export IMPL_clock_power_share_pct=42.0
export IMPL_hpwlAfterDp_microns=1220000
export IMPL_synth_stat_cells=24800
export IMPL_crit_start="index[0]"
export IMPL_topCellsByArea="edfxtp_1 66%, mux4_2 27%, mux2i_1 1.9%"
export IMPL_drc_errors=0
export IMPL_slew_viol_final=2
export IMPL_power_uw=6570
export IMPL_cts_tree="done"
export IMPL_peakVddDrop_mv=0.00968
export IMPL_grt_max_degree=129
export IMPL_largest_area_cell="edfxtp_1"
export IMPL_async_reset_ff_share_pct=0
export IMPL_wirelength_microns=1950000
export IMPL_clock_skew_ps=155
export IMPL_path_clk_slew_ps=60
export IMPL_cp_required_ps=135280
export IMPL_wire_per_inst_microns=43.2
export IMPL_p_int_uw=5050
export IMPL_cts_htree_levels=7
export IMPL_track_usage_pct=32.5
export IMPL_cts_sinks=11600
export IMPL_crit_top_cell="buf_4"
export IMPL_cts_setup_buffers=0
export IMPL_worstSetupStartpointType="input pin"
export IMPL_common_cells="11600 x edfxtp_1, 6234 x mux4_2, 1009 x mux2i_1, 978 x clkbuf_1, 856 x nand2_1"
export IMPL_tool_warnings=40
export IMPL_gr_total_overflow=0
export IMPL_cpLargestDelayFamily="buffers and inverters"
export IMPL_final_setup_tns_ps=0
export IMPL_rrSetupSlack_ps=160910
export IMPL_drv_cap=1
export IMPL_worstSetupPathType="in -> out"
export IMPL_max_stage_delay_ps=730
export IMPL_synthCells=24800
export IMPL_postRouteAntennaNets=0
export IMPL_clockBufferDepth=6
export IMPL_status="finished, violations left"
export IMPL_min_period_over_period_pct=43.8
export IMPL_drt_first_iter_violations=21700
export IMPL_ctsHoldBuffers=0
export IMPL_end_kind="primary output"
export IMPL_crit_buf_inv=7
export IMPL_crit_path_max_fanout=53
export IMPL_reg2reg_from="AddrHashOccurrNext[1]"
export IMPL_fp_dieW_microns=1150
export IMPL_switching_share_pct=23.0
export IMPL_chipArea_sq_um=1330000
export IMPL_crit_end="DataStream[26]"
export IMPL_hold_viol_final=0
export IMPL_synthToLayoutAreaGrowth_pct=14.9
export IMPL_initial_core_util_pct=40.1
export IMPL_gp_congestion=0.947
export IMPL_dr_pass1_iters=6
export IMPL_comb_power_share_pct=8.5
export IMPL_timing_rr_end="HashOccurrNext[59]"
export IMPL_synth_edff_count=11600
export IMPL_yosys_warnings=1
export IMPL_reg2reg_depth=14
export IMPL_io_buffers=515
export IMPL_io_pins=519
export IMPL_drive_gt1_share_pct=38.4
export IMPL_hp_class="reg -> reg"
export IMPL_grt_pass1_vias=334000
export IMPL_worst_pin_slew_ps=1560
export IMPL_ff_type="edfxtp_1"
==> metrics by stage <==
| step | cell area [sq um] | cells | hold WS (ps) |
|---|---|---|---|
| floorplan | 529000 | 24800 | 568 |
| global placement | 567000 | 42800 | 694 |
| detailed placement | 567000 | 42800 | 698 |
| CTS | 608000 | 45100 | 711 |
| global route | 608000 | 45200 | 716 |
| finish | 608000 | 45300 | 712 |
==> kinds of logic (layout without fill, tap and decap cells) <==
kind of cell,count (synthesis),count (layout),share of synthesized area (%)
AOI/OAI and AO/OA,1925,1925,2.45
buffers and inverters,2012,4747,1.67
muxes,7334,7334,28.6
DFF,11600,11600,65.6
and+or+nand+nor,1915,1915,1.64
other,0,187,0
adders and majority gates,5,5,0.0118
xor gates and xnor gates,13,13,0.0215
==> metal layers <==
metal | wire length (microns) | share of wire [%] | vias up | global-route usage [%]
met5 | 16700 | 0.85 | - | 9.64
met1 | 503000 | 26 | 149000 | 31.4
met3 | 469000 | 24 | 4731 | 33.8
li1 | - | - | 114000 | -
met4 | 150000 | 7.6 | 336 | 18.0
met2 | 817000 | 42 | 28300 | 41.4
==> cell type report <==
class | count | area (sq um) | share of cell area, %
Antenna cell | 187 | 468 | 0.0769
Timing Repair Buffer | 2452 | 20600 | 3.39
Inverter | 15 | 96.3 | 0.0158
Clock inverter | 668 | 5680 | 0.933
Sequential cell | 11600 | 347000 | 57.1
Tap cell | 17600 | 22000 | 3.62
Multi-Input combinational cell | 11200 | 177000 | 29.1
Clock buffer | 1612 | 34900 | 5.73
==> state kept, by name (all words and copies together), names as in the netlist <==
signal              count
AddrHashOccurrNext      8
AddrStreamDataNext      7
DataStreamMemory     3200
HashMemory           4096
HashOccurrNext         64
HashValue              32
OccurrMemory         4096
OccurrValue            32
StreamDataNext         32
WrHashNext              1
WrStreamDataNext        1
==> worst reg2reg max path: cells and delay by family, from the launching register on <==
kind,cells,cell delay (ps)
flops,1,850
mux,2,650
simple gates,1,230
buf+inv,9,5520
compound gates,2,650
==> cell usage in the layout, fill, tap and decap left out, types with 27 or more instances in the layout <==
| cell type | synthesis | layout |
|---|---|---|
| a211oi_1 | 88 | 77 |
| a21oi_1 | 275 | 274 |
| a221oi_1 | 77 | 75 |
| a22o_1 | 35 | 35 |
| a22oi_1 | 256 | 256 |
| a311oi_1 | 33 | 31 |
| a31oi_1 | 67 | 65 |
| and2_1 | 54 | 51 |
| and3_1 | 61 | 61 |
| buf_12 | 0 | 69 |
| buf_4 | 134 | 1868 |
| bufinv_16 | 0 | 98 |
| clkbuf_1 | 978 | 257 |
| clkbuf_16 | 0 | 1355 |
| clkdlybuf4s50_1 | 0 | 504 |
| clkinv_1 | 3 | 300 |
| clkinv_2 | 0 | 214 |
| clkinvlp_4 | 0 | 29 |
| diode_2 | 0 | 187 |
| edfxtp_1 | 11600 | 11600 |
| mux2_2 | 90 | 90 |
| mux2i_1 | 1009 | 1009 |
| mux4_2 | 6234 | 6234 |
| nand2_1 | 856 | 810 |
| nand2_4 | 0 | 37 |
| nand3_1 | 126 | 121 |
| nand4_1 | 56 | 56 |
| nor2_1 | 390 | 149 |
| nor2_4 | 0 | 236 |
| nor2b_1 | 44 | 28 |
| nor3_1 | 86 | 84 |
| nor4_1 | 142 | 60 |
| nor4_2 | 0 | 71 |
| o211ai_1 | 39 | 39 |
| o21ai_0 | 240 | 167 |
| o21ai_4 | 0 | 64 |
| o221ai_1 | 67 | 67 |
| o22ai_1 | 546 | 524 |
| o31ai_1 | 27 | 27 |
==> power by group through the flow <==
stage         Clock [uW]  Combinational, uW  Sequential [uW]
CTS                 2780                548             3250
global route        2890                578             3260
finish              2760                555             3260
==> how the worst min path moves through the flow <==
| stage | from | end | slack (ps) | cells after the start |
|---|---|---|---|---|
| global route | AddrStreamDataNext[6] | AddrStreamDataNext[6] | 720 | 2 |
| CTS | AddrStreamDataNext[6] | AddrStreamDataNext[6] | 710 | 2 |
| finish | AddrStreamDataNext[6] | AddrStreamDataNext[6] | 710 | 2 |
Power and IR drop assume default switching activity.
